--- design.v ---
`timescale 1ns / 1ps
module bulletcollision(topy,bottomy, leftx, rightx, bullet, collide
    );
input [10:0] topy;
input [10:0] bottomy;
input [10:0] leftx;
input [10:0] rightx;
input[43:0] bullet;
reg [10:0] bullets [3:0];
output reg collide = 1'b0;
always @(topy or bottomy or leftx or rightx or bullet)
begin
	bullets[3] = bullet[43:33];
	bullets[2] = bullet[32:22];
	bullets[1] = bullet[21:11];
	bullets[0] = bullet[10:0];
	if(bullets[3] == topy && bullets[1] >= leftx && bullets[0] <= rightx) begin
		collide = 1'b1;
	end else if(bullets[2] == bottomy && bullets[1] >= leftx && bullets[0] <= rightx) begin
		collide = 1'b1;
	end else if(bullets[1] == leftx && bullets[2] <= bottomy && bullets[3] >= topy) begin
		collide = 1'b1;
	end else if(bullets[0] == rightx && bullets[2] <= bottomy && bullets[3] >=topy) begin
		collide = 1'b1;
	end else if(bullets[3] >= topy && bullets[2] <= bottomy && bullets[1] >= leftx && bullets[0] <= rightx) begin
		collide = 1'b1;
	end else begin
		collide = 1'b0;
	end
end
endmodule
--- run.sh ---
#!/bin/bash
# OpenROAD 26Q1-2900-gdf79404cd8, Yosys 0.63+post, stock flow scripts
make -C /OpenROAD-flow-scripts/flow DESIGN_CONFIG=/design/flow/config.mk WORK_HOME=/design/flow/orfs finish
--- config.mk ---
export PLATFORM = sky130hd
export DESIGN_NAME = bulletcollision
export DESIGN_NICKNAME = bulletcollision
export VERILOG_FILES = /design/flow/design.v
export SDC_FILE = /design/flow/constraint.sdc
export NUM_CORES = 4
export LEC_CHECK = 1
export CORE_AREA = 10 10 97 97
export DIE_AREA = 0 0 107 107
--- constraint.sdc ---
current_design bulletcollision

set clk_period 2.6
set clk_io_pct 0.2

create_clock -name clk0 -period $clk_period

set non_clock_inputs [all_inputs -no_clocks]
set_input_delay [expr $clk_period * $clk_io_pct] -clock clk0 $non_clock_inputs
set_output_delay [expr $clk_period * $clk_io_pct] -clock clk0 [all_outputs]
==> flow_metrics.env <==
# flow metrics
export IMPL_status="completed"
export IMPL_relSlewSlack=0.872
export IMPL_dieArea_um2=11400
export IMPL_post_route_util=0.380
export IMPL_gp_congestion=0.803
export IMPL_design_area_um2=2770
export IMPL_drc_errors=0
export IMPL_finalClockPeriodUsage=0.962
export IMPL_place_area_um2=2220
export IMPL_ant_nets=0
export IMPL_worst_ep_arrival_time_ps=1980
export IMPL_antenna_found_initial=1
export IMPL_worstPathMaxFanout=2
export IMPL_io_buffers=89
export IMPL_cap_viol_max_count=0
export IMPL_p_per_area_nw_per_um2=145
export IMPL_synthCells=158
export IMPL_hold_violations=0
export IMPL_syn_area_um2=1120
export IMPL_yosys_warnings=2
export IMPL_yosys_area_um2=1120
export IMPL_cp_start_kind="input port"
export IMPL_detailedRoute_firstPassIterationCount=3
export IMPL_crit_type="input port to output pin"
export IMPL_max_clock_freq_ghz=0.400
export IMPL_hpwl_um=3620
export IMPL_ys_seq_frac=0
export IMPL_num_rows=31
export IMPL_register_area_um2=0
export IMPL_fillers=715
export IMPL_grt_pass1_wl_um=7050
export IMPL_ir_drop_uv=51.6
export IMPL_overflow=0
export IMPL_ctsHoldBuffers=0
export IMPL_die_w_um=107
export IMPL_n_clock_buffer=0
export IMPL_hold_ws_ps=1720
export IMPL_end_kind="output pin"
export IMPL_layout_min_cycle_time_ps=2500
export IMPL_io_pins=89
export IMPL_syn_area_per_cell_um2=7.09
export IMPL_grt_pass1_vias=1650
export IMPL_ys_cells=158
export IMPL_core_area_um2=7290
export IMPL_flop_count=0
export IMPL_topCellsByArea="ha_1 49%, inv_1 15%, a21oi_1 5.8%, nand4_1 4.5%, a211oi_1 3.4%"
export IMPL_setup_ws_ps=99.7
export IMPL_drt_iter0_drc=7
export IMPL_required_ps=2080
export IMPL_grt_max_degree=5
export IMPL_num_vias=1452
export IMPL_area_delta_synth_final_pct=147
export IMPL_via_per_inst=4.02
export IMPL_die_y_um=107
export IMPL_wire_per_inst_um=12.1
export IMPL_top_area_frac=0.492
export IMPL_fp_util=0.154
export IMPL_dpl_worst_slack_ps=-718
export IMPL_drive_above_1_share=0.517
export IMPL_top_area_cell="ha_1"
export IMPL_worst_slew_pin_slew_ps=189
export IMPL_setup_violations_final=0
export IMPL_leakage_nw=1.32
export IMPL_maxSlewViolCount=0
export IMPL_finalWirelength_um=4370
export IMPL_track_usage=0.0702
export IMPL_synth_distinct_cells=24
export IMPL_holdCritPathClass="input port to output pin"
export IMPL_tool_warnings=32
## cell families (layout without fill, tap and decap cells)
| group | count (synthesis) | after routing | share of synthesized area |
|---|---|---|---|
| simple gates | 31 | 31 | 0.134 |
| compound gates | 38 | 38 | 0.223 |
| other cells | 0 | 1 | 0 |
| fa+ha+maj | 44 | 44 | 0.492 |
| buf+inv | 45 | 148 | 0.151 |
## per-layer routing
metal  wire length, µm  GRT usage  vias up
met5                 0          0        -
met4                 0          0        0
met3               358     0.0237        0
met2              1900      0.116       50
met1              2100     0.0917      641
li1                  -          -      761
## cells in the mapped netlist (all sizes together) (2+ instances only)
library cell   n
a21oi         14
a21o           2
ha            44
inv           45
a211oi         7
nor2           7
nand3          3
nor3           3
o21ai          7
nand4          8
nand2          8
## metrics by stage
stage               cells  power [W]  setup TNS [ps]
floorplan             158   0.000127               0
global placement      358   0.000309            -717
detailed placement    358   0.000312            -718
CTS                   360   0.000377               0
global route          361   0.000449           -2.57
finish                361   0.000402               0
## repair_timing
item                                    4_1_cts  5_1_grt
endpoints found under the setup margin        1        1
gates resized                               161       89
setup buffers                                 2        0
pin swaps                                    63       37
## cell usage in the layout, fill, tap and decap left out, types with 2 or more instances in the layout
cell type	count
buf_4	14
nand4_1	8
nor2_1	5
buf_6	3
a21oi_2	9
ha_1	7
o21ai_2	3
a21oi_1	4
clkbuf_2	13
ha_4	35
dlymetal6s2s_1	15
nand2_1	6
nor3_2	2
inv_2	35
nand3_1	2
inv_1	10
a21o_1	2
ha_2	2
clkdlybuf4s15_1	17
a211oi_2	6
o21ai_1	3
clkdlybuf4s50_1	2
dlygate4sd2_1	38
## worst max-delay path: stages
cell	delay, ps
clkdlybuf4s50_1	440
ha_4	280
nand2_1	50
o21ai_2	130
a21oi_2	70
o21ai_2	90
o211ai_1	130
a21oi_2	150
buf_2	110
## layout make-up
class / instances / area [µm²] / share of cell area
well taps: 99 / 124 / 0.0448
diodes: 1 / 2.50 / 0.000904
inverters: 45 / 169 / 0.0610
repair buffers: 103 / 920 / 0.332
multi-input cells: 113 / 1550 / 0.561
## path summary, 6_finish.rpt
path	startpoint	endpoint	slack, ps	cells past startpoint
hold / removal	bullet[32]	collide	1720	7
setup / recovery	bullet[12]	collide	100	9
## where the power goes
part              internal (W)  switching, W
clock network  0.0000000000514             0
registers                    0             0
logic                 0.000233      0.000169
Power figures rest on the tool's default switching activity, not on a simulated workload.
