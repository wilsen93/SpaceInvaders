**design.v**
```verilog
`timescale 1ns / 1ps
module vga_controller(clk,clear,hsync,vsync,pixelx,pixely,draw
    );
input wire clk;
input wire clear;
output reg hsync;
output reg vsync;
output reg [10:0] pixelx;
output reg [10:0] pixely;
output reg draw;
reg [10:0] totalHorizontalPixels = 11'd1056;
reg [10:0] horizontalSyncPulse = 11'd128;
reg [10:0] totalVerticalLines = 11'd628;
reg [10:0] verticalSyncPulse = 11'd4;
reg [10:0] horizontalCounter = 11'd0;
reg [10:0] verticalCounter = 11'd0;
reg [10:0] RightHorizontalOffset = 11'd1000; 
reg [10:0] LeftHorizontalOffset = 11'd200;
reg [10:0] TopVerticalOffset = 11'd14;
reg [10:0] BottomVerticalOffset = 11'd614;
always @(posedge clk)begin
	if(clear)begin
		horizontalCounter <= 11'd0;
		verticalCounter <= 11'd0;
	end else begin
		if(horizontalCounter == totalHorizontalPixels - 11'd1)begin
			horizontalCounter <= 11'd0;
			verticalCounter <= verticalCounter + 11'd1;
		end else begin
			horizontalCounter <= horizontalCounter + 11'd1;
		end
		if(verticalCounter == totalVerticalLines - 11'd1)begin
			verticalCounter <= 11'd0;
		end
	end
	if((horizontalCounter > LeftHorizontalOffset) && (horizontalCounter < RightHorizontalOffset) 
		&& (verticalCounter > TopVerticalOffset) && (verticalCounter < BottomVerticalOffset))begin
			draw <= 1'd1;
			pixelx <= horizontalCounter - LeftHorizontalOffset;
			pixely <= verticalCounter - TopVerticalOffset;
		end else begin
			draw <= 1'd0;
			pixelx <= 11'd0;
			pixely <= 11'd0;
		end
end
always @(*)begin
	if(horizontalCounter < horizontalSyncPulse)begin
		hsync = 1'd1;
	end else begin
		hsync = 1'd0;
	end
	if(verticalCounter < verticalSyncPulse)begin
		vsync = 1'd1;
	end else begin
		vsync = 1'd0;
	end
end
endmodule
```
**run.sh**
```bash
#!/bin/bash
# OpenROAD 26Q1-2900-gdf79404cd8, Yosys 0.63+post, stock flow scripts
make -C /OpenROAD-flow-scripts/flow DESIGN_CONFIG=/design/flow/config.mk WORK_HOME=/design/flow/orfs finish
```
**config.mk**
```make
export PLATFORM = sky130hd
export DESIGN_NAME = vga_controller
export DESIGN_NICKNAME = vga_controller
export VERILOG_FILES = /design/flow/design.v
export SDC_FILE = /design/flow/constraint.sdc
export NUM_CORES = 4
export LEC_CHECK = 1
export CORE_AREA = 10 10 109 109
export DIE_AREA = 0 0 119 119
```
**constraint.sdc**
```tcl
current_design vga_controller

set clk_period 3.1
set clk_io_pct 0.2

create_clock -name clk0 -period $clk_period [get_ports {clk}]

set non_clock_inputs [all_inputs -no_clocks]
set_input_delay [expr $clk_period * $clk_io_pct] -clock clk0 $non_clock_inputs
set_output_delay [expr $clk_period * $clk_io_pct] -clock clk0 [all_outputs]
```
==> metrics.json <==
{
  "final_timing": {
    "setup_total_negative_slack_ns": 0,
    "rsz0062_at_grt": "false",
    "worst_hold_slack_ns": 0.489,
    "fin_skew_ns": 0.00545,
    "relSlewSlack_pct": 52.1,
    "timing.final.crit_period_ns": 2.56,
    "hold_viol_final": 0,
    "setup_viol": 0,
    "layout_worst_path_cycle_share_pct": 82.5,
    "fmax_mhz": 391,
    "worst_pin_slew_ns": 0.700,
    "slew_viol_final": 0
  },
  "detailed_routing": {
    "number_of_nets_with_antenna_violations_after_routing": 0,
    "met2_length_um": 1800,
    "initialDrtViolationCount": 39,
    "routed_via_density": 4.17,
    "detailedRoute.firstPassIterationCount": 4,
    "routed-wl-met3_um": 279,
    "met1_length_um": 2070,
    "antenna_cells": 0,
    "detail_route.wirelength_um": 4250,
    "avgRoutedWirePerCell_um": 11.2,
    "drc_errors": 0,
    "topRoutingLayerUsed": "met4",
    "via_count": 1582
  },
  "setup_path": {
    "worst-endpoint-required_ns": 2.48,
    "timing_worst_setup_path_type": "reg -> out",
    "worst_setup_path_start_kind": "flop",
    "crit_family": "simple AND/OR/NAND/NOR gates",
    "critical_path.endpoint_type": "output port",
    "cp_cell_sequence": "or3_1, nand3b_1, nor2_1, clkdlybuf4s50_1",
    "worstPathArrival_ns": 1.94,
    "crit_slowest_cell": "clkdlybuf4s50_1",
    "timing.critical_path.slowest_cell_delay_ns": 0.48,
    "worstPathBufferInverterCount": 1,
    "critical_r2r_launch": "horizontalCounter[3]$_SDFF_PP0_",
    "worst_setup_path_startpoint": "verticalCounter[4]$_SDFFE_PP0P_",
    "worst-path-max-fanout": 10
  },
  "clock_tree": {
    "cts-htree-levels": 2,
    "cts_sinks": 45,
    "cts_made_buffers": 5,
    "path_clk_slew_ns": 0.08,
    "post_cts_hold_buffer_count": 0,
    "clock_root_buffer": "clkbuf_8",
    "maximum_number_of_buffers_from_clock_root_to_sink": 2,
    "cts_resized": 0,
    "insertion_delay_ns": 0.29,
    "post-cts-setup-buffers": 0,
    "tritoncts_clock_tree": "done"
  },
  "floorplanning": {
    "i_o_pins": 27,
    "die_height_um": 119,
    "fp.coreArea_um2": 9640,
    "rows": 36,
    "floorplan.die.width_um": 119,
    "fp.dieArea_um2": 14200,
    "initial_utilization_pct": 20.7
  },
  "yosys": {
    "flop_cell": "dfxtp_1",
    "syn-mean-instance-area_um2": 8.87,
    "netlist.area_leader.share_pct": 45.1,
    "post_synth_num_cell_types": 39,
    "largest_cells_by_area_after_synthesis": "dfxtp_1 45%, xnor2_1 7.9%, nor3_1 6.0%, nor2_1 5.1%, ha_1 4.4%",
    "synth.top_cells.by_count": "45 x dfxtp_1, 27 x nor2_1, 24 x nor3_1",
    "library_cell_occupying_the_most_area_in_the_post_synthesis_netlist": "dfxtp_1",
    "postSynthCellCount": 225,
    "yosys_warnings": 1,
    "netlist_area_um2": 2000,
    "yosys_cells": 225,
    "enable_flop_cells": 0,
    "synth.yosys.seq_area_share_pct": 45.1,
    "async_reset_ff_share_pct": 0,
    "most_common_cell": "dfxtp_1",
    "ys_area_um2": 2000,
    "ys_ff": 45
  },
  "layout": {
    "flow.area_growth_from_synthesis_pct": 24.1,
    "count_of_fill_cells_added_during_filler_insertion": 1042,
    "logic_area_um2": 1000,
    "stdcell_count": 379,
    "layout.area.seq_um2": 901,
    "final_layout_size_suffix_gt1_share_pct": 5.28
  },
  "grt": {
    "grt_pass1_wl_um": 7250,
    "grt_antenna_before_repair": 0,
    "via_count_of_the_first_global_routing_pass": 1503,
    "grt.overflow.total": 0,
    "pin_count_of_the_biggest_net_entering_global_routing": 23,
    "grtUsageTotal_pct": 5.84
  },
  "placement": {
    "buffer_ports.inserted": 26,
    "place.detailed.instances": 372,
    "finalWeightedCongestion": 0.880,
    "detailed_place_hpwl_um": 3130
  },
  "job": {
    "timing.max_cap.violations": 0,
    "warning_count": 28
  },
  "worst_hold_path": {
    "min_from": "horizontalCounter[0]$_SDFF_PP0_",
    "hp-class": "reg -> reg"
  },
  "power": {
    "vdd_ir_drop_max_uv": 182,
    "cellLeakagePower_nw": 0.837,
    "power.density_nw_per_um2": 414,
    "design_power_total_mw": 1.03
  },
  "status": {
    "outcome": "finished clean"
  }
}
[state kept, by name, indices dropped and copies added, names as in the netlist]
name               cells
draw                   1
pixelx                11
verticalCounter       11
pixely                11
horizontalCounter     11
[cells by family after synthesis]
family | count (synthesis) | synth area share (%)
AND/OR/NAND/NOR | 101 | 26.3
flip-flops | 45 | 45.1
XOR/XNOR | 26 | 11.4
buffers and inverters | 23 | 4.76
AND-OR/OR-AND | 22 | 7.52
adder cells (fa/ha/maj) | 7 | 4.39
multiplexers | 1 | 0.502
[layout make-up]
cell class	count	area share [%]
Clock buffer	5	2.78
Clock inverter	2	1.41
Inverter	10	1.52
Multi-Input combinational cell	157	40.4
Sequential cell	45	36.4
Tap cell	133	6.72
Timing Repair Buffer	27	10.8
[path summary, 6_finish.rpt]
path	to	slack (ns)	cells past startpoint
hold reg to reg	horizontalCounter[0]$_SDFF_PP0_	0.49	1
hold / removal	horizontalCounter[0]$_SDFF_PP0_	0.49	1
setup reg to reg	pixely[10]$_SDFF_PN0_	0.66	6
setup / recovery	vsync	0.54	4
[cell usage in the layout, fill, tap and decap left out, types with 2 or more instances in the layout]
cell,synthesis,routed
dfxtp_1,45,45
nor2_1,27,27
clkdlybuf4s50_1,0,26
nor3_1,24,24
xnor2_1,18,18
nand2_1,11,11
inv_1,10,10
nand3_1,8,8
xor2_1,8,8
ha_1,7,7
a21oi_1,6,6
nand4_1,6,6
or3_1,5,5
clkbuf_8,0,5
o21ai_0,4,4
nor4_1,4,4
nand2b_1,3,3
o31ai_1,3,3
nand3b_1,2,2
or2_2,2,2
nor4b_1,2,2
[metal layers]
| layer | track usage, % | vias up |
|---|---|---|
| met5 | 0 | - |
| met4 | 0.992 | 0 |
| met3 | 1.58 | 5 |
| met2 | 8.99 | 34 |
| met1 | 8.18 | 723 |
| li1 | - | 820 |
[power breakdown]
group / switching (mW) / total, mW / internal [mW]
sequential: 0.00477 / 0.585 / 0.581
clock: 0.190 / 0.424 / 0.234
combinational: 0.0101 / 0.0168 / 0.00667
total: 0.204 / 1.03 / 0.822
[metrics by stage]
| stage | util (%) | instance area, um2 | setup WS, ns |
|---|---|---|---|
| 3_5_place_dp | 24.6 | 2370 | 0.725 |
| 3_3_place_gp | 24.6 | 2370 | 0.854 |
| 4_1_cts | 25.7 | 2480 | 0.513 |
| 2_1_floorplan | - | 2000 | 1.11 |
| 6_report | 25.7 | 2480 | 0.543 |
| 5_1_grt | 25.7 | 2480 | 0.380 |
Power and IR drop assume default switching activity.
